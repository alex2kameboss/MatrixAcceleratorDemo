$ cat config.mk
export PLATFORM = sky130hd
export DESIGN_NAME = metrics_counter
export DESIGN_NICKNAME = metrics_counter
export VERILOG_FILES = /design/flow/design.v
export SDC_FILE = /design/flow/constraint.sdc
export NUM_CORES = 4
export LEC_CHECK = 1
export CORE_UTILIZATION = 40
$ cat constraint.sdc
current_design metrics_counter

set clk_period 5.4
set clk_io_pct 0.2

create_clock -name clk0 -period $clk_period [get_ports {clk}]

set non_clock_inputs [all_inputs -no_clocks]
set_input_delay [expr $clk_period * $clk_io_pct] -clock clk0 $non_clock_inputs
set_output_delay [expr $clk_period * $clk_io_pct] -clock clk0 [all_outputs]
$ cat design.v
module metrics_counter #(
    parameter COUNTER_WIDTH =   32  
) (
    input   logic                           clk     ,
    input   logic                           rst_n   ,
    input   logic                           en      ,
    input   logic                           clear   ,
    output  logic   [COUNTER_WIDTH - 1 : 0] cnt     
);
always_ff @( posedge clk or negedge rst_n )
    if ( ~rst_n )                   cnt <= 'd0;         else
    if ( clear )                    cnt <= 'd0;         else
    if ( en )                       cnt <= cnt + 1'b1;
endmodule
$ cat run.sh
#!/bin/bash
# OpenROAD 26Q1-2900-gdf79404cd8, Yosys 0.63+post, stock flow scripts
make -C /OpenROAD-flow-scripts/flow DESIGN_CONFIG=/design/flow/config.mk WORK_HOME=/design/flow/orfs finish
==> qor.yml <==
min_path:
  hold_path.class: "register to register"
final_timing:
  final-max-slew-violation-count: 0
  slew_headroom_pct: 54.4
  min_period_ns: 3.46
  worstMarginPinSlew_ns: 0.682
  grt_setup_unrepaired: "false"
  setup_violations: 0
  fin_skew_ns: 0.00910
  hold_viol: 0
  tns_ns: 0
  finalClockPeriodUsage_pct: 64.0
  fmax_mhz: 289
cells_and_area:
  drive_gt1_share_pct: 4.78
  largest_register_ff_count: 32
  syn_to_final_growth_pct: 27.5
  largestRegisters: "cnt x32"
  max_flop_register: "cnt"
  fin_area_um2: 2140
  n_fill_cell: 354
worst_setup_path:
  path_buffers: 1
  max_stage_delay_ns: 0.91
  path_class: "primary input to register"
  crit_path_cell_trace: "clkdlybuf4s50_1 > o2111ai_4 > or3_1 > or4_1 > a21oi_1"
  crit_family: "simple AND/OR/NAND/NOR gates"
  cp.required_ns: 5.61
  cp-end-kind: "register"
  critPathSlowestCell: "clkdlybuf4s50_1"
  arrival_ns: 3.67
  path_max_fanout: 18
  critPathLaunchType: "primary input"
route:
  ant_nets: 0
  num_vias: 1475
  drc: 0
  antennaDiodeCount: 0
  drt-vias-per-instance: 5.69
  wirelength_um: 3660
  initialDrtViolationCount: 104
  drtPass1Iterations: 4
  wl_per_cell_um: 14.1
yosys:
  yosysTopAreaCell: "dfrtp_1"
  syn_area_um2: 1680
  synthCells: 176
  synth_flops: 32
  synth_top_flop_cell: "dfrtp_1"
  synth-cells-yosys: 176
  yosysTopAreaCellShare_pct: 47.7
  yosys-top-cells-count: "dfrtp_1 (32), a21oi_1 (20), nand2_1 (13), or4_1 (13)"
  ys_area_um2: 1680
  ys_seq_share_pct: 47.7
  synth.area.top_cells: "dfrtp_1 (48%), a21oi_1 (6.0%), or4_1 (5.8%)"
  synth_warnings: 1
  ys_types: 28
  edf_count: 0
  synthArstFlopShare_pct: 100
  avgSynthCellArea_um2: 9.55
  most_common_cell: "dfrtp_1"
cts:
  cts_buffers: 5
  ctsHtreeMaxLevel: 2
  cts_root_buffer: "clkbuf_8"
  worstSkewPairLatency_ns: 0.29
  clk_pin_slew_ns: 0.06
  cts_tree: "yes"
  clock-sinks: 32
  clockBufferDepth: 2
  ctsHoldBuffers: 0
  cts_resized: 0
  cts_setup_buffers: 0
global_route:
  grt_usage_pct: 18.9
  grt_max_degree: 33
  grt_pass1_wl_um: 6260
  grt_pass1_vias: 1392
  antenna_found_initial: 0
  overflow: 0
pwr:
  ir_drop_mv: 0.0956
  power_density_nw_per_um2: 212
  leakage_nw: 0.775
place:
  numPortBuffers: 35
  dp_hpwl_um: 2340
  placed_cell_area_um2: 2050
  gp_congestion: 0.798
floorplanning:
  row_count: 23
  core_area_um2: 4030
  die_area_um2: 4460
  dieWidth_um: 66.8
  ioPinCount: 36
  fp-utilization_pct: 41.7
  fp.dieH_um: 66.8
flow_run:
  drv_cap: 0
  openroad.warnings: 25
status:
  status: "complete, no violations"
## kinds of logic after synthesis
kind of cell | Yosys count | synth area share [%]
simple gates | 70 | 24.3
compound gates | 43 | 16.3
flops | 32 | 47.7
buf+inv | 18 | 4.69
xor+xnor | 11 | 5.73
mux | 1 | 0.596
fa+ha+maj | 1 | 0.744
## power breakdown
part	switching [mW]	total [mW]	internal, mW
clock	0.0862	0.190	0.104
combinational	0.0118	0.0192	0.00747
sequential	0.00255	0.244	0.241
## through the flow
| step | setup WS, ns | std cells | utilization [%] | hold WS (ns) | power, mW |
|---|---|---|---|---|---|
| 6_report | 1.94 | 259 | 53.2 | 0.550 | 0.453 |
| 5_1_grt | 1.80 | 259 | 53.2 | 0.595 | 0.473 |
| 4_1_cts | 1.92 | 259 | 53.2 | 0.555 | 0.459 |
| 3_5_place_dp | 1.63 | 251 | 50.9 | 0.546 | 0.268 |
| 3_3_place_gp | 1.69 | 251 | 50.9 | 0.537 | 0.268 |
| 2_1_floorplan | 2.80 | 176 | - | 0.503 | 0.256 |
## worst register-to-register path, delay by kind of cell (launching register included)
family | cells | cell delay [ns]
flip-flops | 1 | 0.45
AND-OR/OR-AND | 2 | 0.32
AND/OR/NAND/NOR | 2 | 1.20
adder cells (fa/ha/maj) | 1 | 0.24
## per-layer routing
metal,global-route usage (%),part of all wire [%]
met1,27.6,47
met3,5.21,5.2
met2,29.4,47
met5,0,0
met4,2.66,1.2
## final timing paths
path                                startpoint                   to  slack [ns]  cells after the start
setup / recovery                         clear  cnt[29]$_DFFE_PN0P_        1.94                      5
hold / removal             cnt[31]$_DFFE_PN0P_  cnt[31]$_DFFE_PN0P_        0.55                      2
setup reg to reg            cnt[0]$_DFFE_PN0P_  cnt[24]$_DFFE_PN0P_        3.13                      5
hold reg to reg            cnt[31]$_DFFE_PN0P_  cnt[31]$_DFFE_PN0P_        0.55                      2
max in group asynchronous                rst_n   cnt[8]$_DFFE_PN0P_        3.89                      2
min in group asynchronous                rst_n  cnt[28]$_DFFE_PN0P_        1.19                      2
## cell usage in the layout, fill, tap and decap left out
| cell | count |
|---|---|
| o2111ai_4 | 1 |
| o21ai_0 | 8 |
| and4_1 | 4 |
| or3_1 | 9 |
| o31ai_1 | 12 |
| nand3b_1 | 1 |
| o211a_1 | 1 |
| clkbuf_1 | 2 |
| xnor2_1 | 7 |
| a21oi_1 | 20 |
| mux2i_1 | 1 |
| nand2_1 | 13 |
| nand4_1 | 5 |
| nor4_1 | 4 |
| xor2_1 | 4 |
| ha_1 | 1 |
| inv_1 | 6 |
| or4_1 | 13 |
| nor3_1 | 2 |
| clkbuf_8 | 6 |
| nand3_1 | 6 |
| dfrtp_1 | 32 |
| o211ai_1 | 1 |
| clkdlybuf4s50_1 | 35 |
| nand4_4 | 1 |
| nor2_1 | 12 |
| buf_4 | 2 |
## layout make-up
cell class / instances / area (µm²) / area share [%]
multi-input combinational: 126 / 801 / 37.4
timing repair buffer: 37 / 365 / 17.1
tap: 50 / 62.6 / 2.92
sequential: 32 / 801 / 37.4
clock buffer: 8 / 90.1 / 4.21
inverter: 6 / 22.5 / 1.05
Power and IR drop assume default switching activity.
